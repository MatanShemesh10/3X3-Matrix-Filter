--- flow/run.sh ---
#!/bin/bash
# OpenROAD 26Q1-2900-gdf79404cd8, Yosys 0.63+post, stock flow scripts
make -C /OpenROAD-flow-scripts/flow DESIGN_CONFIG=/design/flow/config.mk WORK_HOME=/design/flow/orfs finish
--- flow/config.mk ---
export PLATFORM = sky130hd
export DESIGN_NAME = ai_accel
export DESIGN_NICKNAME = ai_accel
export VERILOG_FILES = /design/flow/design.v
export SDC_FILE = /design/flow/constraint.sdc
export NUM_CORES = 4
export LEC_CHECK = 1
export CORE_UTILIZATION = 50
--- flow/constraint.sdc ---
current_design ai_accel

set clk_period 38.0
set clk_io_pct 0.2

create_clock -name clk0 -period $clk_period [get_ports {clk}]

set non_clock_inputs [all_inputs -no_clocks]
set_input_delay [expr $clk_period * $clk_io_pct] -clock clk0 $non_clock_inputs
set_output_delay [expr $clk_period * $clk_io_pct] -clock clk0 [all_outputs]
--- flow/design.v ---
`timescale 1ns/1ps
module multiplier(a,b, c);  
	input [7:0] a;
	input [7:0] b;
	output [7:0] c;
	wire[15:0] ans= a * b;
	assign c= (ans[15:8] == 8'b0) ? ans : 8'b11111111;
endmodule
module multiplier_24(a,b,c); 
	input [23:0] a;
	input [23:0] b;
	output [7:0] c;
	wire[7:0] result1,result2,result3;
	multiplier first(.a(a[7:0]),.b(b[7:0]),.c(result1));
	multiplier sec(.a(a[15:8]),.b(b[15:8]),.c(result2));
	multiplier third(.a(a[23:16]),.b(b[23:16]),.c(result3));
	wire[15:0] ans= result1+ result2+result3;
	assign c= (ans[15:8] == 8'b0) ? ans : 8'b11111111;
endmodule
module multiplier_3x3(a0,a1,a2,b0,b1,b2,c); 
	input [23:0] a0;
	input [23:0] a1;
	input [23:0] a2; 
	input [23:0] b0;
	input [23:0] b1;
	input [23:0] b2;
	output [7:0] c;
	wire[7:0] result1,result2,result3;
	multiplier_24 firstrow(.a(a0),.b(b0),.c(result1));
	multiplier_24 secrow(.a(a1),.b(b1),.c(result2));
	multiplier_24 thirdrow(.a(a2),.b(b2),.c(result3));
	wire[15:0] ans= result1+ result2+result3;
	assign c= (ans[15:8] == 8'b0) ? ans : 8'b11111111;
endmodule
 module average(a,b,c,d,outt);
	input [7:0] a;
	input [7:0] b;
	input [7:0] c;
	input [7:0] d;
	output [7:0]outt;
	wire[15:0] result=a+b+c+d;
	assign outt=result[9:2];
endmodule
module square(a,avg,outt);
	input [7:0] a;
	input [7:0] avg;
	output [15:0]outt;
	wire[7:0] result=(a>avg)? a-avg : avg-a;  
	wire [15:0] post_square=result*result;
	assign outt={2'b0,post_square[15:2]};  
endmodule
module ai_accel
(
        rst_n		,   
        clk,              
        addr		,   
		  wr_en,		 
		  accel_select,
		  data_in,
		  ctr,
        data_out	    
    );
	 input rst_n;
	 input clk;
	 input [31:0] addr;
	 input wr_en;
	 input accel_select;
	 input [31:0] data_in;
	 output [31:0] data_out;
	 output [15:0] ctr;
	 reg [31:0] data_out;
	 reg go_bit;
	 wire go_bit_in;
	 reg done_bit;
	 wire done_bit_in;
	 reg [15:0] counter;
	 reg [31:0] data_A0;
	 reg [31:0] data_A1;
	 reg [31:0] data_A2;
	 reg [31:0] data_B0;
	 reg [31:0] data_B1;
	 reg [31:0] data_B2;
	 reg [31:0] data_B3;
	 reg [31:0] result;
	 wire [7:0] level3_avg;
	 wire [31:0] data_C;
	 wire [31:0] data_C2;
	 reg [7:0] in1, in2;
	 wire[7:0] out;
	 assign ctr = counter;
	 always @(addr[5:2], data_A0,data_A1,data_A2, data_B0,data_B1,data_B2,data_B3, data_C,data_C2, counter, done_bit, go_bit, counter) begin
		case(addr[5:2])
		4'b1000: data_out = {done_bit, 30'b0, go_bit};
		4'b1001: data_out = {16'b0, counter}; 
		4'b1010: data_out = data_A0;
		4'b1011: data_out = data_A1;
		4'b1100: data_out = data_A2;
		4'b1101: data_out = data_B0;
		4'b1110: data_out = data_B1;
		4'b1111: data_out = data_B2;
		4'b0000: data_out = data_B3;
		4'b0001: data_out = data_C;
		4'b0010: data_out = data_C2;
		default: data_out = 32'b0;
		endcase
	 end
	 assign go_bit_in = (wr_en & accel_select & (addr[5:2] == 4'b1000));
	 always @(posedge clk or negedge rst_n)
		if(~rst_n) go_bit <= 1'b0;
		else go_bit <=  go_bit_in ? 1'b1 : 1'b0;
	 always @(posedge clk or negedge rst_n)
		if(~rst_n) begin
			counter <=16'b0;
			data_A0 <= 32'b0;
			data_A1 <= 32'b0;
			data_A2 <= 32'b0;
			data_B0 <= 32'b0;
			data_B1 <= 32'b0;
			data_B2 <= 32'b0;
			data_B3 <= 32'b0;
		end
		else begin
			if (wr_en & accel_select) begin
				data_A0 <= (addr[5:2] == 4'b1010) ? data_in : data_A0;
				data_A1 <= (addr[5:2] == 4'b1011) ? data_in : data_A1;
				data_A2 <= (addr[5:2] == 4'b1100) ? data_in : data_A2;
				data_B0 <= (addr[5:2] == 4'b1101) ? data_in : data_B0;
				data_B1 <= (addr[5:2] == 4'b1110) ? data_in : data_B1;
				data_B2 <= (addr[5:2] == 4'b1111) ? data_in : data_B2;
				data_B3 <= (addr[5:2] == 4'b0000) ? data_in : data_B3;
			end
			else begin
				data_A0 <= data_A0;
				data_A1 <= data_A1;
				data_A2 <= data_A2;
				data_B0 <= data_B0;
				data_B1 <= data_B1;
				data_B2 <= data_B2;
				data_B3 <= data_B3;
			end
			counter <= go_bit_in? 16'h00 : done_bit_in ? counter : counter +16'h01;
		end
	wire[7:0] result1,result2,result3,result4;
	 multiplier_3x3 firstitert(.a0(data_A0),.a1(data_A1),.a2(data_A2),.b0(data_B0[31:8]),.b1(data_B1[31:8]),.b2(data_B2[31:8]),.c(result1));
	 multiplier_3x3 secitert(.a0(data_A0),.a1(data_A1),.a2(data_A2),.b0(data_B0[23:0]),.b1(data_B1[23:0]),.b2(data_B2[23:0]),.c(result2));
	 multiplier_3x3 thirditeret(.a0(data_A0),.a1(data_A1),.a2(data_A2),.b0(data_B1[31:8]),.b1(data_B2[31:8]),.b2(data_B3[31:8]),.c(result3));
	 multiplier_3x3 fourthiteret(.a0(data_A0),.a1(data_A1),.a2(data_A2),.b0(data_B1[23:0]),.b1(data_B2[23:0]),.b2(data_B3[23:0]),.c(result4));
	average step3(.a(result1),.b(result2),.c(result3),.d(result4),.outt(level3_avg));
	wire [31:0] result_in;
	assign result_in[31:24]=(result1>level3_avg) ? result1-level3_avg : 8'b0;
	assign result_in[23:16]=(result2>level3_avg) ? result2-level3_avg : 8'b0;
	assign result_in[15:8]=(result3>level3_avg) ? result3-level3_avg : 8'b0;
	assign result_in[7:0]=(result4>level3_avg) ? result4-level3_avg : 8'b0;
	wire[15:0] resultcov1,resultcov2,resultcov3,resultcov4;
	square firstcov(.a(result1),.avg(level3_avg),.outt(resultcov1));
	square seccov(.a(result2),.avg(level3_avg),.outt(resultcov2));
	square thirdcov(.a(result3),.avg(level3_avg),.outt(resultcov3));
	square fourthcov(.a(result4),.avg(level3_avg),.outt(resultcov4));
	assign data_C2={16'b0, resultcov1} +{16'b0,resultcov2}+{16'b0,resultcov3}+{16'b0,resultcov4};
	 always @(posedge clk or negedge rst_n)
		if(~rst_n) result <=32'h0;
		else result <= result_in;
	 assign data_C = result;
	 always @(posedge clk or negedge rst_n)
		if(~rst_n) done_bit <= 1'b0;
		else done_bit <= go_bit_in ? 1'b0 : done_bit_in;
endmodule
==> flow_metrics.env <==
# source this file to load flow results
export IMPL_status="completed"
export IMPL_fmax_ghz=0.0299
export IMPL_die_area_sq_um=211000
export IMPL_tool_warnings=82
export IMPL_viasPerCell=5.27
export IMPL_grt_max_degree=97
export IMPL_flop_cell="dfrtp_1"
export IMPL_core_area_sq_um=207000
export IMPL_cts_tree="yes"
export IMPL_core_rowCount=167
export IMPL_synth_cell_types=103
export IMPL_yosys_stat_cells=12000
export IMPL_power_total_w=0.00548
export IMPL_hp_class="register to register"
export IMPL_syn_to_final_growth_pct=5.11
export IMPL_drc=0
export IMPL_final_hold_viol_count=0
export IMPL_postCtsHoldBufs=0
export IMPL_powerDensity_nw_per_um2=49.8
export IMPL_gr_usage_met1=0.428
export IMPL_layout_min_cycle_time_ns=33.45
export IMPL_critPathLaunch="data_A2[5]$_DFFE_PN0P_"
export IMPL_ys_warn_count=14
export IMPL_slowest_delay_ns=1.02
export IMPL_cts_root_buf="clkbuf_16"
export IMPL_drtIter0Drc=3386
export IMPL_layout_drive_gt1_share=0.0555
export IMPL_die_w_um=460
export IMPL_grt_pass1_vias=79700
export IMPL_antenna_left=0
export IMPL_clock_sinks=273
export IMPL_async_flop_share=1.00
export IMPL_antenna_found_initial=9
export IMPL_tns_ns=0
export IMPL_setup_worst_path_end_class="primary output"
export IMPL_path_clk_slew_ns=0.07
export IMPL_cts_setup_buffers=0
export IMPL_die_height_um=460
export IMPL_io_buffers=87
export IMPL_ctsResizeCount=0
export IMPL_yosys_top_cells_count="inv_1, and2_1, ha_1, fa_1, nand2_1"
export IMPL_h_tree_depth=1
export IMPL_r2r_end="result[23]$_DFF_PN0_"
export IMPL_grt_util_met2=0.463
export IMPL_top_usage_layer="met2"
export IMPL_grt_total_usage=0.301
export IMPL_fill_cells=18500
export IMPL_slew_viol_final=0
export IMPL_edf_count=0
export IMPL_worstMarginPinSlew_ns=1.08
export IMPL_numSynthFlops=273
export IMPL_synth_top_cell_area_share=0.303
export IMPL_worstHoldPathCells=1
export IMPL_clk_latency_ns=0.62
export IMPL_synth_most_common_cell="inv_1"
export IMPL_finalClockSkew_ns=0.0154
export IMPL_finalWeightedCongestion=0.980
export IMPL_grt_pass1_wl_um=460000
export IMPL_critPathMaxFanout=19
export IMPL_initial_utilization=0.505
export IMPL_synthCells=12000
export IMPL_peakVddDrop_mv=0.0517
export IMPL_maxCapViolations=0
export IMPL_crit_arrival_ns=25.85
export IMPL_wire_per_inst_um=19.6
export IMPL_rsz0062_at_grt="no"
export IMPL_p_leak_nw=57.1
export IMPL_critical_path_class="register to primary output"
export IMPL_crit_slowest_cell="dfrtp_1"
export IMPL_regToRegSetupSlack_ns=20.05
export IMPL_ys_area_sq_um=105000
export IMPL_top_area_cell="fa_1"
export IMPL_numCtsBuffers=28
export IMPL_drt_wl_total_um=289000
export IMPL_postSynthAreaPerCell_sq_um=8.71
export IMPL_netlist_area_sq_um=105000
export IMPL_reg2reg_depth=67
export IMPL_post_route_period_util=0.880
export IMPL_drt_pre_antenna_iters=6
export IMPL_clockBufferDepth=3
export IMPL_boundaryPins=116
export IMPL_overflow=0
export IMPL_post_dp_hpwl_um=230000
export IMPL_yosysSeqAreaShare=0.0652
export IMPL_topCellsByArea="fa_1, ha_1, and2_1"
export IMPL_worstReg2RegStart="data_A2[5]$_DFFE_PN0P_"
export IMPL_setup_viol=0
export IMPL_required_ns=30.40
export IMPL_crit_end="data_out[14]"
export IMPL_gr_usage_met3=0.0897
export IMPL_path_common_cell="fa_1"
export IMPL_relSlewSlack=0.278
export IMPL_vias=77500
export IMPL_start_kind="register"
-- sequential cells by signal (all words and copies together) (netlist names) --
name / count
data_A0: 32
data_B3: 32
data_A2: 32
data_B1: 32
data_B2: 32
result: 32
data_A1: 32
data_B0: 32
go_bit: 1
counter: 16
-- placed cells by master (no fill, tap or decap), types with 66 or more instances in the layout --
cell type,netlist,routed
and2_1,1762,1762
a21oi_1,338,338
ha_1,1608,1608
nor2b_1,141,141
dfrtp_1,273,273
inv_1,2396,2396
mux2_2,230,230
buf_4,2,236
nand2b_1,131,131
xor2_1,112,112
a21o_1,135,135
a22oi_1,97,97
o21bai_1,93,93
o21ai_0,308,308
nor2_1,414,409
or2_2,66,66
nand2_1,833,833
fa_1,1585,1585
clkdlybuf4s50_1,0,86
xnor2_1,283,283
-- how the worst min path moves through the flow --
stage                            from                       to  slack, ns
CTS           data_A2[18]$_DFFE_PN0P_  data_A2[18]$_DFFE_PN0P_       0.51
global route  data_A2[18]$_DFFE_PN0P_  data_A2[18]$_DFFE_PN0P_       0.51
finish        data_A2[18]$_DFFE_PN0P_  data_A2[18]$_DFFE_PN0P_       0.51
-- worst max-delay path, delay by kind of cell, from the launching register on --
kind                     cells  cell delay (ns)
flip-flops                   1             1.02
AND-OR/OR-AND               37             7.45
AND/OR/NAND/NOR             22             4.25
adder cells (fa/ha/maj)     23             9.66
buffers and inverters       14             1.61
XOR/XNOR                     3             1.16
-- stage by stage --
| step | instances | setup WS [ns] | cell area (sq um) | hold WS (ns) | utilization |
|---|---|---|---|---|---|
| 2_1_floorplan | 12000 | 9.11 | 105000 | 0.453 | - |
| 3_3_place_gp | 14700 | 5.40 | 109000 | 0.489 | 0.526 |
| 3_5_place_dp | 14700 | 5.33 | 109000 | 0.496 | 0.526 |
| 4_1_cts | 14700 | 4.58 | 110000 | 0.511 | 0.530 |
| 5_1_grt | 14700 | 2.52 | 110000 | 0.514 | 0.530 |
| 6_report | 14700 | 4.55 | 110000 | 0.507 | 0.530 |
-- area by class of cell --
cell class                 count  area [sq um]  area share
sequential                   273          6830      0.0621
multi-input combinational   8867         87100       0.791
clock buffer                  33           761     0.00691
inverter                    2401          9010      0.0819
timing repair buffer         324          2670      0.0242
tap                         2788          3490      0.0317
clock inverter                18           189     0.00172
antenna                        8          20.0    0.000182
-- metal layers --
metal	vias up	part of all wire
li1	37300	-
met1	38100	0.43
met2	1873	0.46
met3	292	0.078
met4	2	0.038
met5	-	0.000062
-- power breakdown --
part / total (W) / switching (W) / internal (W) / leakage, nW
Sequential: 0.000439 / 0.000105 / 0.000335 / 3.55
Combinational: 0.00474 / 0.00277 / 0.00197 / 53.0
Clock: 0.000300 / 0.000140 / 0.000160 / 0.470
Total: 0.00548 / 0.00301 / 0.00247 / 57.1
-- logic make-up after synthesis --
family                   synth area share
adder cells (fa/ha/maj)             0.495
XOR/XNOR                           0.0344
flip-flops                         0.0652
multiplexers                       0.0283
AND-OR/OR-AND                      0.0850
buffers and inverters               0.104
AND/OR/NAND/NOR                     0.188
No activity file was given, so power comes from the tool's default toggle rates.
